$ cat /design/flow/design.v
module UART_TX
	#(parameter CLKS_PER_BIT = 217)
	(input i_Clock,
	input i_TX_DV,
	input [7:0] i_TX_Byte,
	output reg o_TX_Active,
	output reg o_TX_Serial,
	output reg o_TX_Done);
	parameter IDLE 	= 2'b00;
	parameter TX_START_BIT	= 2'b01;
	parameter TX_DATA_BIT = 2'b10;
	parameter TX_STOP_BIT = 2'b11;
	reg [2:0] r_SM_Main = 0;
	reg [7:0] r_Clock_Count = 0;
	reg [2:0] r_Bit_Index = 0;
	reg [7:0] r_TX_Data = 0;
	reg r_TX_Done = 0;
	reg r_TX_Active = 0;
	always @(posedge i_Clock)
	begin 
		case(r_SM_Main)
			IDLE:
			begin 
				o_TX_Serial <= 1'b1;  
				r_TX_Done <= 1'b0;
				r_Clock_Count <= 0;
				r_Bit_Index <= 0;
				if (i_TX_DV == 1'b1)  
				begin
					r_TX_Active <= 1'b1;  
					r_SM_Main <= TX_START_BIT;  
					r_TX_Data <= i_TX_Byte;  
				end
				else
				r_SM_Main <= IDLE;
			end
			TX_START_BIT:
			begin
				o_TX_Serial <= 1'b0;  
				if(r_Clock_Count < CLKS_PER_BIT -1)  
				begin
					r_Clock_Count <= r_Clock_Count +1;  
					r_SM_Main <= TX_START_BIT;
				end
				else 
				begin 
					r_Clock_Count <=0;  
					r_SM_Main <= TX_DATA_BIT;
				end 
			end 
			TX_DATA_BIT: 
			begin 
				o_TX_Serial <= r_TX_Data[r_Bit_Index];  
				if (r_Clock_Count < CLKS_PER_BIT -1)  
				begin 
					r_Clock_Count <= r_Clock_Count +1;
					r_SM_Main <= TX_DATA_BIT;
				end 
				else 
				begin
					r_Clock_Count <= 0;  
					if (r_Bit_Index < 7)  
					begin
						r_Bit_Index <= r_Bit_Index +1;
						r_SM_Main <= TX_DATA_BIT;
					end 
					else 
					begin  
						r_Bit_Index <= 0;
						r_SM_Main <= TX_STOP_BIT;
					end 
				end 
			end 
			TX_STOP_BIT:
			begin 
				o_TX_Serial<=1'b1;  
				if (r_Clock_Count < CLKS_PER_BIT-1)
				begin 
					r_Clock_Count <= r_Clock_Count +1;
					r_SM_Main <= TX_STOP_BIT;
				end 
				else 
				begin 
				r_TX_Done <= 1'b1;
				r_Clock_Count <= 0;
				r_SM_Main <=IDLE;
				r_TX_Active <= 1'b0;
				end 
			end 
			default: 
			r_SM_Main <= IDLE;
		endcase 
	end 
endmodule  
$ cat /design/flow/run.sh
#!/bin/bash
# OpenROAD 26Q1-2900-gdf79404cd8, Yosys 0.63+post, stock flow scripts
make -C /OpenROAD-flow-scripts/flow DESIGN_CONFIG=/design/flow/config.mk WORK_HOME=/design/flow/orfs finish
$ cat /design/flow/config.mk
export PLATFORM = sky130hd
export DESIGN_NAME = UART_TX
export DESIGN_NICKNAME = UART_TX
export VERILOG_FILES = /design/flow/design.v
export SDC_FILE = /design/flow/constraint.sdc
export NUM_CORES = 4
export LEC_CHECK = 1
export CORE_AREA = 10 10 93 93
export DIE_AREA = 0 0 103 103
$ cat /design/flow/constraint.sdc
current_design UART_TX

set clk_period 3.0
set clk_io_pct 0.2

create_clock -name clk0 -period $clk_period [get_ports {i_Clock}]

set non_clock_inputs [all_inputs -no_clocks]
set_input_delay [expr $clk_period * $clk_io_pct] -clock clk0 $non_clock_inputs
set_output_delay [expr $clk_period * $clk_io_pct] -clock clk0 [all_outputs]
==> results.txt <==
Implementation results.

The number of inserted filler cells in the final layout is 726. Data on the critical path is required at its endpoint by around 2.4 ns. The number of vias after detailed routing is between 600 and 700. The clock tree buffer depth is 2.

The most used logic cell in the final layout is edfxtp_1. The clock-pin slew of the registers on the worst-case setup and hold paths is 0.08 ns. Per the detail_route report, vias per standard cell equal around 3.8. The number of buffers added by the clock tree synthesis step is 3.

The number of levels in the clock H-tree is 1. Before placement the cells fill between 10% and 20% of the core. After Yosys synthesis, XOR and XNOR cells account for about 2.4% of the synthesized area. The register bit count reported by yosys is 22. The number of buffers inserted for hold repair after clock tree synthesis is 0. In this run the remaining antenna-violating nets after routing total 0. The worst endpoint data arrival time is 1.06 ns. The OpenROAD warning count is 29. The internal portion of the total power is approximately 830 uW. The launch point of the critical path is o_TX_Serial. At the placement stage, the worst setup path has a slack of roughly 1.2 ns. The routed design shows a wire length per standard cell of 9.95 um. The distinct cell type count of the synthesized netlist is 35.

The number of max-cap violations is 0. The count of clock tree sinks is 22. The count of inserted antenna diode cells is 0. The fraction of final layout cells sized beyond drive strength 1 is under 10%. Traced cell by cell, the critical path runs through clkdlybuf4s50_1. The worst ir drop on vdd is 0.306 mV. The placement stage leaves a total instance area of approximately 1300 um2.

The root buffer cell chosen for the clock tree is clkbuf_8. The slew of the pin with the lowest slew margin is ~0.56 ns. The setup clock skew after layout is between 0.002 and 0.0025 ns.

The signed area change from the synthesized netlist to the final layout is 22.4%. The largest non-sequential cell family by area is simple AND/OR/NAND/NOR gates. The Yosys step of the flow raised 3 warnings.

The clock period could shrink to between 1.5 and 2 ns. The area of the die is approximately 11000 um2. The report shows a maximum critical-path fanout of 1. The proportion of synthesized chip area in sequential cells is just under 60%. Excluding fillers, the count of instances in the completed layout stands at about 180. For this design, Yosys synthesis ends with a cell count of 90.

The nature of the critical path startpoint is a register. The simple-gate portion of the synthesized area is about 14%. The area occupied by registers is 641 um2.

For this design the top-level I/O count stands at 13. Summing all non-filler instances in the final layout gives an area of ~1400 um2. The flow reports an fmax of approximately 0.6 GHz. The tightest min-delay check is of the register to register type.

The timing report notes that buffer and inverter cells on the critical path total 1. The part of the total power dissipated in combinational logic is about 30%. Leaving out fill and tap cells, the most frequent cells in the layout are 20 x edfxtp_1, 10 x clkdlybuf4s50_1, 7 x nand2_1, 7 x nor2_1, 7 x ha_1.

The final weighted congestion recorded by global placement is 0.809. The global-route usage over all layers is around 3.6%. The leakage power is around 0.00048 uW. The cell area that synthesis handed to floorplanning was 1110 um2. The worst setup slack after layout is ~1.3 ns. The switching share of power is between 30% and 40%.

The flow ran to the end, and the final reports show no timing, DRC or antenna violations. For reference, the top cells by area after synthesis are edfxtp_1 54%, ha_1 7.9%, dfxtp_1 3.6%, a21oi_1 2.7%, nand2_1 2.4%. Row generation in the floorplan step produced 30 rows. The worst-case headroom to the max-slew limit is a little over three fifths.

The portion of netlist area occupied by mux cells is under 10%. The category of cells accounting for the largest share of critical-path delay is buffers and inverters. The switching power summed over all nets is 383 uW.

The summed standard-cell area reported by yosys is 1110 um2. The iteration count recorded for the first detailed-route pass is 3. The power density over the cells is 892 nW/um2.

After legalization and detailed placement, the total HPWL measured 1330 um. The launch point of the worst register-to-register path is recorded as r_Bit_Index[0]. The power after layout is 1210 uW. The synthesized netlist devotes under 10% of its cell area to adder and majority cells. The clock share of power is between 20% and 30%. The startpoint of the lowest-slack hold path is r_Clock_Count[0].

Entering global routing, the biggest net connects 14 pins. TritonCTS built the clock tree. For this design, the slowest cell found on the critical path is clkdlybuf4s50_1. The layout report lists the multi-input gate area as about 430 um2.

The kind of end point of the critical path is an output port. The first global-routing pass estimated approximately 3200 um of wire. The post-layout period usage of the worst path is 55.3%. Synthesis produced roughly 90 cells. The number of global-route vias before repair is approximately 700. The die extent in y is ~100 um.

The final tally of max-slew violations is 0. edfxtp_1 takes more of the synthesized area than any other cell. The latest clock arrival within the worst-skew pair is around 0.26 ns. During placement, the flow inserted port buffers numbering 10. The number of antenna violations at the first check in global routing came to 0. The number of remaining DRC errors is 0. The worst setup path is of the register to output port kind.

The number of setup violations in the final report is 0. A synthesized cell averages between 10 and 15 um2. The die is 103 um wide.

The post-synthesis share of cell area spent on and-or and or-and gates is about 8.3%. Setup repair after global routing left no endpoint under its margin. The highest cell delay on the worst timing path is approximately 0.47 ns. The area fraction of the dominant cell type after synthesis is 54.1%. The buffer count from post-CTS setup fixing is 0.

The hold violation count in the final report is 0. In the post-route report, total wirelength is listed as 1810 um. The portion of total power attributed to sequential cells is a little under half.

Detailed-route iteration 0 reported a violation count of 11. Counting tap cells, the placed design contains a total of ~180 instances. In this run the standard cell core region covers approximately 6800 um2.

The final total negative setup slack is 0 ns. The report lists the number of cells resized after CTS as 0. The total overflow left after global routing is 0.
sequential cells by signal, indices dropped and copies added (netlist names):
| signal | flops |
|---|---|
| o_TX_Serial | 1 |
| r_TX_Data | 8 |
| r_Bit_Index | 3 |
| r_Clock_Count | 8 |
| r_SM_Main | 2 |
kinds of logic after synthesis:
| logic type | after synthesis |
|---|---|
| AOI/OAI and AO/OA | 15 |
| xor gates and xnor gates | 3 |
| adders and majority gates | 7 |
| buffers and inverters | 8 |
| DFF | 22 |
| muxes | 4 |
| other | 2 |
| and+or+nand+nor | 29 |
path summary, 6_finish.rpt:
path	slack, ns	endpoint	depth (start not counted)
min	0.61	r_Clock_Count[0]	1
min reg2reg	0.61	r_Clock_Count[0]	1
max	1.34	o_TX_Serial	1
max reg2reg	1.41	o_TX_Serial	2
area by class of cell:
cell class | instances | area share [%]
Multi-Input combinational cell | 61 | 31.5
Clock inverter | 1 | 2.21
Timing Repair Buffer | 10 | 7.37
Clock buffer | 3 | 3.04
Inverter | 5 | 1.38
Sequential cell | 22 | 47.1
Tap cell | 80 | 7.37
power groups by stage:
stage	sequential [uW]	combinational, uW	clock [uW]
CTS	580	367	280
global route	598	417	295
finish	578	363	271
through the flow:
step	hold slack, ns	utilization (%)
3_5_place_dp	0.599	19.1
2_1_floorplan	0.563	-
6_report	0.605	20.1
4_1_cts	0.611	20.1
3_3_place_gp	0.586	19.1
5_1_grt	0.635	20.1
Yosys cell counts:
| cell | instances |
|---|---|
| mux4_2 | 1 |
| or3_1 | 1 |
| a21oi_1 | 6 |
| nand2_1 | 7 |
| buf_4 | 2 |
| xnor2_1 | 1 |
| nor2_1 | 7 |
| mux2_2 | 1 |
| nand3_1 | 2 |
| edfxtp_1 | 20 |
| inv_1 | 5 |
| buf_6 | 1 |
| nand3_2 | 1 |
| a211o_1 | 1 |
| nand4b_1 | 1 |
| o21bai_1 | 1 |
| o2111a_1 | 1 |
| o21ai_0 | 3 |
| nand3b_1 | 1 |
| or4_1 | 1 |
| o22ai_1 | 1 |
| conb_1 | 2 |
| nand4_1 | 1 |
| dfxtp_1 | 2 |
| xor2_1 | 2 |
| mux2i_1 | 2 |
| a31oi_1 | 1 |
| o21a_1 | 1 |
| nand2b_1 | 2 |
| nor3b_1 | 1 |
| nor3_1 | 1 |
| and2_1 | 1 |
| or3b_1 | 1 |
| or3_2 | 1 |
| ha_1 | 7 |
routing by layer:
layer	track usage (%)	part of all wire [%]	vias to the layer above
li1	-	-	347
met1	5.09	50	325
met2	5.56	46	9
met3	0.406	1.8	2
met4	1.18	2.6	0
met5	0	0	-
Power and IR drop assume default switching activity.
